==> /design/flow/design.v <==
module DataInQueue(Clk, Rst, valid_in, valid_out, data_in, data_out);
    input   Clk, Rst, valid_in;
    input   [7:0] data_in;
    output  valid_out;
    output  [127:0] data_out;
    integer i;
    reg [7:0] Mem [15:0];
    reg [4:0] Counter;
    assign valid_out = (Counter[4]) ? 1'b1 : 1'b0;
    assign data_out = {Mem[15], Mem[14], Mem[13], Mem[12], Mem[11], Mem[10], Mem[9], Mem[8], Mem[7], Mem[6], Mem[5], Mem[4], Mem[3], Mem[2], Mem[1], Mem[0]};
    always @ (posedge Clk or negedge Rst) begin
        if (!Rst) begin
            Counter <= 0;
            for (i = 0; i < 16; i = i + 1) begin
                Mem[i] <= 0;
            end
        end else begin
            if (valid_in) begin
                    Mem[Counter[3:0]] <= data_in;
                    Counter <= Counter + 4'd1; 
            end else begin
                Counter <= Counter;
                for (i = 0; i < 16; i = i + 1) begin
                    Mem[i] <= Mem[i];
                end
            end
        end
    end
endmodule
==> /design/flow/run.sh <==
#!/bin/bash
# OpenROAD 26Q1-2900-gdf79404cd8, Yosys 0.63+post, stock flow scripts
make -C /OpenROAD-flow-scripts/flow DESIGN_CONFIG=/design/flow/config.mk WORK_HOME=/design/flow/orfs finish
==> /design/flow/config.mk <==
export PLATFORM = sky130hd
export DESIGN_NAME = DataInQueue
export DESIGN_NICKNAME = DataInQueue
export VERILOG_FILES = /design/flow/design.v
export SDC_FILE = /design/flow/constraint.sdc
export NUM_CORES = 4
export LEC_CHECK = 1
export CORE_UTILIZATION = 30
==> /design/flow/constraint.sdc <==
current_design DataInQueue

set clk_period 2.7
set clk_io_pct 0.2

create_clock -name clk0 -period $clk_period [get_ports {Clk}]

set non_clock_inputs [all_inputs -no_clocks]
set_input_delay [expr $clk_period * $clk_io_pct] -clock clk0 $non_clock_inputs
set_output_delay [expr $clk_period * $clk_io_pct] -clock clk0 [all_outputs]
==> flow_metrics.env <==
# flow metrics
export IMPL_status="finished clean"
export IMPL_gp_congestion=0.747
export IMPL_hold_path_end="Counter[4]"
export IMPL_ios=140
export IMPL_hold_start="Counter[4]"
export IMPL_critPathRequiredTime_ns=3.00
export IMPL_end_kind="flip-flop"
export IMPL_whs_path_depth=1
export IMPL_row_count=48
export IMPL_worst_pin_slew_ns=0.797
export IMPL_leakage_uw=0.00337
export IMPL_yosysCellCount=309
export IMPL_final_cell_mix="clkdlybuf4s50_1 (138), dfrtp_1 (133), mux2_2 (125)"
export IMPL_ff_latch_area_um2=3330
export IMPL_area_leaders="dfrtp_1 (63%), mux2_2 (26%), nand4b_4 (1.8%), nand4b_2 (1.1%), buf_6 (1.1%)"
export IMPL_die_area_um2=18300
export IMPL_syn_area_per_cell_um2=17.2
export IMPL_area_growth_pct=42.8
export IMPL_reg2reg_slack_ns=0.83
export IMPL_grt_pass1_vias=3284
export IMPL_htreeDepth=4
export IMPL_die_h_um=135
export IMPL_core_um2=17300
export IMPL_layout_drive_gt1_share_pct=39.5
export IMPL_ff2ff_path_depth=4
export IMPL_period_used_pct=69.2
export IMPL_startpoint_type="flip-flop"
export IMPL_overflow=0
export IMPL_clock_sinks=133
export IMPL_instances_no_fill=698
export IMPL_num_vias=3133
export IMPL_comb_area_um2=1830
export IMPL_synthDistinctLibCells=21
export IMPL_cp_max_fo=8
export IMPL_timing_slew_headroom_pct=46.7
export IMPL_worstSkewPairLatency_ns=0.42
export IMPL_drc=0
export IMPL_ctsRootBufferMaster="clkbuf_16"
export IMPL_setup_viol=0
export IMPL_clk_path_buf_depth=2
export IMPL_postSynthSeqShare_pct=62.6
export IMPL_die_w_um=135
export IMPL_antenna_cells=0
export IMPL_hold_viol_final=0
export IMPL_worst_slack_ns=0.831
export IMPL_ant_nets=0
export IMPL_pre_cts_ws_ns=0.439
export IMPL_lay_top_count="clkdlybuf4s50_1"
export IMPL_clkTransAtPathRegs_ns=0.06
export IMPL_yosys_area_top_type_share_pct=62.6
export IMPL_vdd_drop_max_mv=0.526
export IMPL_grt_start_max_net_pins=75
export IMPL_timing_final_max_slew_violations=0
export IMPL_ys_area_um2=5320
export IMPL_vias_per_cell=4.49
export IMPL_cp_arrival_ns=2.17
export IMPL_drt_initial_drc_count=82
export IMPL_port_buffers=139
export IMPL_hpwlAfterDp_um=8310
export IMPL_wl_per_cell_um=18.1
export IMPL_finalSetupTns_ns=0
export IMPL_track_usage_pct=14.9
export IMPL_fp_util_pct=30.7
export IMPL_tool_warnings=28
export IMPL_yosysWarnings=2
export IMPL_nFillCells=1522
export IMPL_antenna_found_initial=0
export IMPL_fmax_ghz=0.535
export IMPL_fin_crit_ns=1.87
export IMPL_syn_area_um2=5320
export IMPL_drt_total_wl_um=12600
export IMPL_skew_ns=0.00529
export IMPL_ctsResizeCount=0
export IMPL_dr_pass1_iters=4
export IMPL_synthCells=309
export IMPL_maxCapViolations=0
export IMPL_timing_rr_end="Mem[1][6]"
export IMPL_numCtsBuffers=17
export IMPL_rsz0062_at_grt="no"
export IMPL_grt_first_pass_wirelength_um=19500
export IMPL_crit_type="flip-flop to flip-flop"
export IMPL_min_path_type="flip-flop to flip-flop"
export IMPL_power_density_nw_per_um2=1210
export IMPL_dp_cells=665
export IMPL_cts_tree="done"
export IMPL_synth_seq_cells=133
export IMPL_rr_startpoint="Counter[1]"
export IMPL_largest_area_cell="dfrtp_1"
per-stage QoR:
| step | hold WS, ns | power (µW) | cell area (µm²) | utilization, % |
|---|---|---|---|---|
| finish | 0.472 | 9200 | 7590 | 43.9 |
| floorplan | 0.244 | 4570 | 5320 | - |
| detailed placement | 0.386 | 6740 | 6930 | 40.0 |
| global placement | 0.385 | 6690 | 6930 | 40.0 |
| global route | 0.508 | 9770 | 7590 | 43.9 |
| CTS | 0.480 | 9340 | 7590 | 43.9 |
state kept, by name, summed over array words and instances (netlist names):
register and cells:
Mem 128, Counter 5
Yosys cell counts:
cell type,number
and4bb_2,4
buf_12,1
buf_4,1
buf_6,5
buf_8,2
clkbuf_1,8
clkbuf_4,1
dfrtp_1,133
ha_1,4
inv_1,2
mux2_2,125
mux2_4,3
nand2_1,2
nand4_1,1
nand4_2,2
nand4_4,2
nand4b_2,4
nand4b_4,4
o21ai_0,1
xnor2_1,3
xor2_1,1
worst max-delay path by stage:
stage         slack [ns]  cells past startpoint        end  startpoint
global route        0.75                      4  Mem[1][7]  Counter[1]
finish              0.83                      4  Mem[1][6]  Counter[1]
CTS                 0.79                      4  Mem[1][7]  Counter[1]
power breakdown:
part	leakage [µW]	switching, µW	internal (µW)
clock	0.000319	853	1680
sequential	0.00165	603	2970
combinational	0.00140	663	2430
cells by family (layout without fill, tap and decap cells):
| logic type | count (synthesis) | after routing | share of synthesized area (%) |
|---|---|---|---|
| buffers and inverters | 20 | 184 | 2.99 |
| XOR/XNOR | 4 | 4 | 0.659 |
| multiplexers | 128 | 128 | 27.3 |
| AND-OR/OR-AND | 1 | 1 | 0.0940 |
| flip-flops | 133 | 133 | 62.6 |
| adder cells (fa/ha/maj) | 4 | 4 | 0.941 |
| AND/OR/NAND/NOR | 19 | 19 | 5.39 |
metal layers:
layer / global-route usage, % / routed length [µm]
met4: 1.75 / 187
met5: 0 / 0
met2: 23.0 / 5980
met1: 21.8 / 5650
met3: 4.44 / 803
critical path: stages (launching register included):
cell and delay [ns]:
dfrtp_1 0.41, inv_1 0.11, ha_1 0.36, and4bb_2 0.49
mux2_2 0.38
cell type report:
cell class / count / area share (%)
clock inverter: 13 / 2.67
sequential: 133 / 43.8
tap: 225 / 3.71
inverter: 2 / 0.0989
clock buffer: 19 / 5.97
timing repair buffer: 150 / 19.6
multi-input combinational: 156 / 24.1
repair_timing:
item	in CTS	in global routing
endpoints found under the hold margin	17	0
hold buffers	1	0
buffers inserted	0	0
Power is estimated from default activity; no workload was simulated.
